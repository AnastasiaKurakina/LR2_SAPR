<file path="flow/run.sh">
#!/bin/bash
# OpenROAD 26Q1-2900-gdf79404cd8, Yosys 0.63+post, stock flow scripts
make -C /OpenROAD-flow-scripts/flow DESIGN_CONFIG=/design/flow/config.mk WORK_HOME=/design/flow/orfs finish
</file>
<file path="flow/config.mk">
export PLATFORM = sky130hd
export DESIGN_NAME = APB_sub
export DESIGN_NICKNAME = APB_sub
export VERILOG_FILES = /design/flow/design.v
export SDC_FILE = /design/flow/constraint.sdc
export NUM_CORES = 4
export LEC_CHECK = 1
export CORE_UTILIZATION = 40
</file>
<file path="flow/constraint.sdc">
current_design APB_sub

set clk_period 7.2
set clk_io_pct 0.2

create_clock -name clk0 -period $clk_period [get_ports {PCLK}]

set non_clock_inputs [all_inputs -no_clocks]
set_input_delay [expr $clk_period * $clk_io_pct] -clock clk0 $non_clock_inputs
set_output_delay [expr $clk_period * $clk_io_pct] -clock clk0 [all_outputs]
</file>
<file path="flow/design.v">
module APB_sub
#(parameter start_value_ADDR = 4'h0,      
  parameter subtract_value_ADDR = 4'h4,   
  parameter control_reg_ADDR = 4'h8,      
  parameter current_result_ADDR = 4'hC)   
(
    input wire PWRITE,             
    input wire PCLK,               
    input wire PSEL,               
    input wire [31:0] PADDR,       
    input wire [31:0] PWDATA,      
    output reg [31:0] PRDATA = 0,  
    input wire PENABLE,            
    output reg PREADY = 0          
);
reg [31:0] start_value = 0;      
reg [31:0] subtract_value = 0;   
reg control_reg = 0;             
reg [31:0] current_result = 0;   
reg flag = 0;    
always @(posedge PCLK) 
begin
    if (PSEL && !PWRITE && PENABLE)  
     begin
        case(PADDR)
         start_value_ADDR:       PRDATA <= start_value;      
         subtract_value_ADDR:    PRDATA <= subtract_value;   
         control_reg_ADDR:       PRDATA <= control_reg;      
         current_result_ADDR:    PRDATA <=current_result;    
        endcase
        PREADY <= 1'd1;  
     end
     else if(PSEL && PWRITE && PENABLE)  
     begin
        case(PADDR)
         start_value_ADDR:      start_value    <= PWDATA ;      
         subtract_value_ADDR:   subtract_value <= PWDATA;       
         control_reg_ADDR:      control_reg    <= PWDATA;
        endcase
        PREADY <= 1'd1;  
     end
   if (PREADY)  
    begin
      PREADY <= !PREADY;
    end
    if(control_reg)  
    begin
      control_reg <= !control_reg; 
    end
    if(flag)  
    begin
       flag <= !flag;  
    end
  end
always @(start_value)  
begin
  flag <= 1; 
end
always @(posedge control_reg or posedge flag)  
begin
  if(flag)  
  begin
    current_result <= start_value;  
  end
  else
  begin
    current_result <= current_result - subtract_value;   
  end
end
endmodule
</file>
==> Slide: Implementation Results <==
Implementation Results

Power and ir drop
  – Sequential Power Share: 60.7%
  – Sw Pwr: 229 uW
  – Cell area power density: 179 nW/um^2
  – Sw Ratio: 22.3%
  – Clock power frac: 32.4%
  – Max VDD drop: 0.000113 V
  – Combinational Power Share: 6.9%
  – P_int: 796 uW
  – Total Power: 1030 uW
  – Leak pwr: 0.00178 uW

Synthesis
  – Register share after synthesis: 66.2%
  – AND-OR/OR-AND Cells, Area Fraction: 18.5%
  – Synth area leader: edfxtp_1
  – Ys Warns: 2
  – Synth logic family: AND-OR/OR-AND gates
  – Cell Type Count: 26
  – Mapped Area: 4420 um^2
  – Cell count after synthesis: 341
  – Mux cell area share: 0.227%
  – Xor+xnor area frac: 0%
  – Simple share: 11.8%
  – Yosys top cell area share: 65.3%
  – Synth Area in Adders: 0%
  – Biggest area cells: edfxtp_1 (65%), nand2_1 (8.2%), o211ai_2 (7.9%)
  – Avg Cell Area, Syn: 13.0 um^2
  – Yosys Chip Area: 4420 um^2
  – Post-synthesis register bit count: 98
  – Ys cells: 341

Global route
  – Antenna violations before repair: 0
  – Total gr overflow: 0
  – First-pass GRT wire length: 14.7 mm
  – Number of global-route vias before repair: 2988
  – Pin count of the biggest net entering global routing: 66
  – Tot GR Track Use: 17.8%

Clocking
  – Clock buffer depth: 2
  – TritonCTS clock tree: yes
  – TritonCTS buffer count: 9
  – Insertion Delay late pin: 0.37 ns
  – Post-CTS Hold Buffers: 0
  – H-tree levels: 3
  – Worst-path clk slew: 0.09 ns
  – Clock root buffer: clkbuf_8
  – Post_cts resized: 0
  – Postcts setup bufs: 0
  – Clock sink total: 98

Critical path
  – Setup Crit Path Kind: in2reg
  – Crit path arrival time: 4.56 ns
  – CP Launch Type: primary input
  – CP Capture Type: flip-flop
  – Crit-path max FO: 65
  – R2r setup slk: 6.06 ns
  – CP Data Required Time: 7.23 ns

STA
  – Max Freq: 221 MHz
  – Final-report hold violation count: 0
  – Rel. slew slack: 44.6%
  – Fin Clk Skew: 0.00972 ns
  – Post-route setup TNS: 0 ns
  – Final tally of max-slew violations: 0
  – Post-route clock period utilization: 62.9%
  – Final setup viols: 0
  – Worst-Margin Slew: 0.829 ns
  – RSZ-0062 raised after global routing: false
  – Tmin final: 4.53 ns

Floorplan
  – Die area: 11500 um^2
  – Die height: 107 um
  – Core area: 10800 um^2
  – Rows: 38
  – Io pins: 101
  – Die W: 107 um
  – FP Core Util: 40.9%

Finish
  – Final Instance Area: 5720 um^2
  – Layout overhead on the synthesized area: 29.5%
  – Layout cells sized above 1: 13.3%
  – Biggest regs: PRDATA x32, start_value x32, subtract_value x32
  – Register Area: 2920 um^2
  – Final core utilization: 53.0%
  – Logic area: 1390 um^2
  – Fill count: 905

Route
  – Total number of vias: 3051
  – Number of antenna diodes: 0
  – Wire length per cell: 16.3 um
  – Detailed-route wire length: 9.35 mm
  – Routed Antenna Nets: 0
  – Vias per cell: 5.31
  – First-pass DRT Iterations: 4
  – DRC Markers: 0
  – DR iter-0 viols: 144

Flow run
  – Tool warnings: 25
  – Number of max-cap violations: 0

Placed design
  – Post-DP HPWL: 5.53 mm
  – I/O Buffers: 100
  – Routability cong.: 0.752
  – Placed inst area: 5540 um^2

Run status
  – Outcome: finished clean

Worst hold path
  – Worst Hold Class: reg2reg
[cell usage after synthesis, drive strengths merged]
cell type,number
nand2,96
or4bb,1
nor2,3
mux2i,1
a211o,1
clkbuf,23
nand4,2
and2,1
or2,1
nor4,9
dfxtp,2
o211ai,31
edfxtp,96
nor2b,1
o31ai,1
o31a,31
nand3,1
nor3,2
buf,6
o21ai,31
nor4b,1
[path summary, 6_finish.rpt]
path              cells past startpoint                     start                         to
setup / recovery                      8                 PADDR[20]  start_value[25]$_DFFE_PP_
hold reg to reg                       1            PREADY$_DFF_P_             PREADY$_DFF_P_
setup reg to reg                      3  start_value[0]$_DFFE_PP_        PRDATA[0]$_DFFE_PP_
hold / removal                        1            PREADY$_DFF_P_             PREADY$_DFF_P_
[critical path: stages]
cell             delay (ns)
clkdlybuf4s50_1        0.41
nor4_1                 0.28
nand4_1                0.13
buf_4                  0.33
or2_2                  0.55
buf_4                  0.34
nor4_4                 0.58
buf_4                  0.45
[cell type report]
class | count | share of cell area [%]
sequential | 98 | 51.1
multi-input combinational | 214 | 24.3
timing repair buffer | 107 | 18.4
tap | 140 | 3.06
clock buffer | 9 | 2.17
clock inverter | 7 | 0.984
[power groups by stage]
| stage | registers [uW] | clock network [uW] | logic, uW |
|---|---|---|---|
| global route | 623 | 363 | 76.7 |
| finish | 623 | 332 | 70.7 |
| CTS | 623 | 344 | 71.3 |
[metal layers]
| layer | wire, um | vias to the layer above | part of all wire, % | track usage, % |
|---|---|---|---|---|
| li1 | - | 1470 | - | - |
| met1 | 4060 | 1460 | 43 | 27.4 |
| met2 | 4430 | 113 | 47 | 28.0 |
| met3 | 753 | 8 | 8.1 | 5.27 |
| met4 | 105 | 0 | 1.1 | 2.25 |
| met5 | 0 | - | 0 | 0 |
[logic make-up (layout without fill, tap and decap cells)]
group / Yosys count / in the layout
AOI/OAI and AO/OA: 95 / 95
and+or+nand+nor: 118 / 118
DFF: 98 / 98
muxes: 1 / 1
buffers and inverters: 29 / 123
[layout by cell type, fill, tap and decap left out, drive strengths merged, types with 2 or more instances in the layout]
| cell | Yosys | layout |
|---|---|---|
| buf | 6 | 7 |
| clkbuf | 23 | 9 |
| clkdlybuf4s50 | 0 | 100 |
| dfxtp | 2 | 2 |
| edfxtp | 96 | 96 |
| inv | 0 | 5 |
| nand2 | 96 | 96 |
| nand4 | 2 | 2 |
| nor2 | 3 | 3 |
| nor3 | 2 | 2 |
| nor4 | 9 | 9 |
| o211ai | 31 | 31 |
| o21ai | 31 | 31 |
| o31a | 31 | 31 |
[stage by stage]
stage               hold WS (ns)  worst slack [ns]  std cells
global placement           0.403              2.30        559
global route               0.448              2.37        575
floorplan                  0.368              2.52        341
detailed placement         0.417              2.26        559
finish                     0.425              2.67        575
CTS                        0.431              2.64        575
Power and IR drop assume default switching activity.
